[design/flow/config.mk]
export PLATFORM = sky130hd
export DESIGN_NAME = pc
export DESIGN_NICKNAME = pc
export VERILOG_FILES = /design/flow/design.v
export SDC_FILE = /design/flow/constraint.sdc
export NUM_CORES = 4
export LEC_CHECK = 1
export CORE_UTILIZATION = 50
export SYNTH_HDL_FRONTEND = slang
[design/flow/constraint.sdc]
current_design pc

set clk_period 6.6
set clk_io_pct 0.2

create_clock -name clk0 -period $clk_period [get_ports {clk}]

set non_clock_inputs [all_inputs -no_clocks]
set_input_delay [expr $clk_period * $clk_io_pct] -clock clk0 $non_clock_inputs
set_output_delay [expr $clk_period * $clk_io_pct] -clock clk0 [all_outputs]
[design/flow/design.v]
package codes;
  typedef logic [4:0] regaddr_t;
  typedef logic [31:0] size_t;
  typedef enum logic [1:0] {
    FETCH = 2'b00,
    EXEC1 = 2'b01,
    EXEC2 = 2'b10,
    HALT  = 2'b11
  } state_t;
  typedef enum logic [5:0] {
    OP_INVALID = 6'b111111,
    OP_SPECIAL = 6'b000000,
    OP_REGIMM  = 6'b000001,
    OP_J       = 6'b000010,
    OP_JAL     = 6'b000011,
    OP_BEQ     = 6'b000100,
    OP_BNE     = 6'b000101,
    OP_BLEZ    = 6'b000110,
    OP_BGTZ    = 6'b000111,
    OP_ADDI  = 6'b001000,
    OP_ADDIU = 6'b001001,
    OP_SLTI  = 6'b001010,
    OP_SLTIU = 6'b001011,
    OP_ANDI  = 6'b001100,
    OP_ORI   = 6'b001101,
    OP_XORI  = 6'b001110,
    OP_LUI   = 6'b001111,
    OP_LB  = 6'b100000,
    OP_LH  = 6'b100001,
    OP_LWL = 6'b100010,
    OP_LW  = 6'b100011,
    OP_LBU = 6'b100100,
    OP_LHU = 6'b100101,
    OP_LWR = 6'b100110,
    OP_SB  = 6'b101000,
    OP_SH  = 6'b101001,
    OP_SWL = 6'b101010,
    OP_SW  = 6'b101011,
    OP_SWR = 6'b101110
  } opcode_t;
  typedef enum logic [5:0] {
    FUNC_INVALID = 6'b111111,
    FUNC_SLL  = 6'b000000,
    FUNC_SRL  = 6'b000010,
    FUNC_SRA  = 6'b000011,
    FUNC_SLLV = 6'b000100,
    FUNC_SRLV = 6'b000110,
    FUNC_SRAV = 6'b000111,
    FUNC_JR      = 6'b001000,
    FUNC_JALR    = 6'b001001,
    FUNC_SYSCALL = 6'b001100,
    FUNC_BREAK   = 6'b001101,
    FUNC_MFHI = 6'b010000,
    FUNC_MTHI = 6'b010001,
    FUNC_MFLO = 6'b010010,
    FUNC_MTLO = 6'b010011,
    FUNC_MULT  = 6'b011000,
    FUNC_MULTU = 6'b011001,
    FUNC_DIV   = 6'b011010,
    FUNC_DIVU  = 6'b011011,
    FUNC_ADD  = 6'b100000,
    FUNC_ADDU = 6'b100001,
    FUNC_SUB  = 6'b100010,
    FUNC_SUBU = 6'b100011,
    FUNC_AND  = 6'b100100,
    FUNC_OR   = 6'b100101,
    FUNC_XOR  = 6'b100110,
    FUNC_NOR  = 6'b100111,
    FUNC_SLT  = 6'b101010,
    FUNC_SLTU = 6'b101011
  } func_t;
  typedef enum logic [4:0] {
    REGIMM_INVALID = 5'b11111,
    REGIMM_BLTZ = 5'b00000,
    REGIMM_BGEZ = 5'b00001,
    REGIMM_BLTZAL = 5'b10000,
    REGIMM_BGEZAL = 5'b10001
  } regimm_t;
  typedef enum logic [31:0] {
    FOP_INVALID = 32'b1,
    FOP_J    = {OP_J, 26'bX},
    FOP_JAL  = {OP_JAL, 26'bX},
    FOP_BEQ  = {OP_BEQ, 26'bX},
    FOP_BNE  = {OP_BNE, 26'bX},
    FOP_BLEZ = {OP_BLEZ, 26'bX},
    FOP_BGTZ = {OP_BGTZ, 26'bX},
    FOP_ADDI  = {OP_ADDI, 26'bX},
    FOP_ADDIU = {OP_ADDIU, 26'bX},
    FOP_SLTI  = {OP_SLTI, 26'bX},
    FOP_SLTIU = {OP_SLTIU, 26'bX},
    FOP_ANDI  = {OP_ANDI, 26'bX},
    FOP_ORI   = {OP_ORI, 26'bX},
    FOP_XORI  = {OP_XORI, 26'bX},
    FOP_LUI   = {OP_LUI, 26'bX},
    FOP_LB  = {OP_LB, 26'bX},
    FOP_LH  = {OP_LH, 26'bX},
    FOP_LWL = {OP_LWL, 26'bX},
    FOP_LW  = {OP_LW, 26'bX},
    FOP_LBU = {OP_LBU, 26'bX},
    FOP_LHU = {OP_LHU, 26'bX},
    FOP_LWR = {OP_LWR, 26'bX},
    FOP_SB  = {OP_SB, 26'bX},
    FOP_SH  = {OP_SH, 26'bX},
    FOP_SWL = {OP_SWL, 26'bX},
    FOP_SW  = {OP_SW, 26'bX},
    FOP_SWR = {OP_SWR, 26'bX},
    FOP_SLL  = {OP_SPECIAL, 20'bX, FUNC_SLL},
    FOP_SRL  = {OP_SPECIAL, 20'bX, FUNC_SRL},
    FOP_SRA  = {OP_SPECIAL, 20'bX, FUNC_SRA},
    FOP_SLLV = {OP_SPECIAL, 20'bX, FUNC_SLLV},
    FOP_SRLV = {OP_SPECIAL, 20'bX, FUNC_SRLV},
    FOP_SRAV = {OP_SPECIAL, 20'bX, FUNC_SRAV},
    FOP_JR      = {OP_SPECIAL, 20'bX, FUNC_JR},
    FOP_JALR    = {OP_SPECIAL, 20'bX, FUNC_JALR},
    FOP_SYSCALL = {OP_SPECIAL, 20'bX, FUNC_SYSCALL},
    FOP_BREAK   = {OP_SPECIAL, 20'bX, FUNC_BREAK},
    FOP_MFHI = {OP_SPECIAL, 20'bX, FUNC_MFHI},
    FOP_MTHI = {OP_SPECIAL, 20'bX, FUNC_MTHI},
    FOP_MFLO = {OP_SPECIAL, 20'bX, FUNC_MFLO},
    FOP_MTLO = {OP_SPECIAL, 20'bX, FUNC_MTLO},
    FOP_MULT  = {OP_SPECIAL, 20'bX, FUNC_MULT},
    FOP_MULTU = {OP_SPECIAL, 20'bX, FUNC_MULTU},
    FOP_DIV   = {OP_SPECIAL, 20'bX, FUNC_DIV},
    FOP_DIVU  = {OP_SPECIAL, 20'bX, FUNC_DIVU},
    FOP_ADD  = {OP_SPECIAL, 20'bX, FUNC_ADD},
    FOP_ADDU = {OP_SPECIAL, 20'bX, FUNC_ADDU},
    FOP_SUB  = {OP_SPECIAL, 20'bX, FUNC_SUB},
    FOP_SUBU = {OP_SPECIAL, 20'bX, FUNC_SUBU},
    FOP_AND  = {OP_SPECIAL, 20'bX, FUNC_AND},
    FOP_OR   = {OP_SPECIAL, 20'bX, FUNC_OR},
    FOP_XOR  = {OP_SPECIAL, 20'bX, FUNC_XOR},
    FOP_NOR  = {OP_SPECIAL, 20'bX, FUNC_NOR},
    FOP_SLT  = {OP_SPECIAL, 20'bX, FUNC_SLT},
    FOP_SLTU = {OP_SPECIAL, 20'bX, FUNC_SLTU},
    FOP_BLTZ = {OP_REGIMM, 5'bX, REGIMM_BLTZ, 16'bX},
    FOP_BGEZ = {OP_REGIMM, 5'bX, REGIMM_BGEZ, 16'bX},
    FOP_BLTZAL = {OP_REGIMM, 5'bX, REGIMM_BLTZAL, 16'bX},
    FOP_BGEZAL = {OP_REGIMM, 5'bX, REGIMM_BGEZAL, 16'bX}
  } full_op_t;
  typedef enum logic [1:0] {
    REGFILE_ADDR_SEL_RT    = 2'b00,
    REGFILE_ADDR_SEL_RD    = 2'b01,
    REGFILE_ADDR_SEL_GPR31 = 2'b10
  } regfile_addr_sel_t;
endpackage
import codes::*;
module pc (
    input  logic  clk,
    input  logic  reset,
    input  logic  wen,
    input  logic  b_cond_met,
    input  size_t pc_i,
    output size_t pc_o
);
  size_t reset_pos = 32'hBFC00000;
  size_t pc_d, pc_q;
  logic reset_d, reset_q;
  size_t branch_d, branch_q;
  logic sel_branch_d, sel_branch_q;
  assign pc_o = pc_q;
  assign reset_d = reset;
  always_comb begin
    if (reset == 1) begin
      pc_d = 0;
      branch_d = 0;
      sel_branch_d = 0;
    end else if (wen == 0) begin
      pc_d = pc_q;
      branch_d = branch_q;
      sel_branch_d = sel_branch_q;
    end else begin
      if (b_cond_met == 1) begin
        branch_d = pc_i;
      end else begin
        branch_d = branch_q;
      end
      if (sel_branch_q == 1) begin
        pc_d = branch_q;
      end else begin
        pc_d = pc_q + 4;
      end
      sel_branch_d = b_cond_met;
    end
  end
  always_ff @(posedge clk) begin
    if (reset_q == 1 && reset_d == 0) begin
      pc_q <= reset_pos;
    end else begin
      pc_q <= pc_d;
    end
    reset_q <= reset_d;
    branch_q <= branch_d;
    sel_branch_q <= sel_branch_d;
  end
endmodule
[design/flow/run.sh]
#!/bin/bash
# OpenROAD 26Q1-2900-gdf79404cd8, Yosys 0.63+post, stock flow scripts
make -C /OpenROAD-flow-scripts/flow DESIGN_CONFIG=/design/flow/config.mk WORK_HOME=/design/flow/orfs finish
==> Slide: Implementation Results <==
Synthesis and Place & Route Summary

STA
  • Final setup viols: 0
  • RSZ-0062 raised after global routing: no
  • Slew Viols, Final: 0
  • Cycle use final: 45.6%
  • Slew headroom: 39.5%
  • Post-layout minimum cycle time: 3010 ps
  • F_max: 332 MHz
  • Final Hold Vio Count: 0
  • Fin Setup TNS: 0 ps
  • Worst slew pin tran: 899 ps
  • Final clock skew: 11.8 ps

Detailed routing
  • WL per Instance: 16.4 um
  • Detailed Route Iter0 Violations: 374
  • Vias per std cell: 6.14
  • Final antenna-violating net count: 0
  • Detailed Routing Iterations Pass 1: 5
  • Vias: 3345
  • DRT Wirelength: 8.93 mm
  • Ant diodes: 0
  • DRC viols: 0

Pwr
  • Maximum vdd drop: 133 uV
  • Power per standard cell area: 221 nW/um2
  • Leakage: 0.00138 uW

Layout
  • Layout cells sized above 1: 7.05%
  • Most numerous logic cells after layout: nand2_1, clkdlybuf4s50_1, dfxtp_1
  • Area Overhead vs Synth: 25.9%
  • Final std cells w/o fill: 545
  • Most used logic cell in the final layout: nand2_1

Placed design
  • IO buf count: 67
  • DP Cell Count: 529
  • Post-detail-place hpwl: 5.96 mm
  • Gpl congestion: 0.870

Status
  • Status: complete, no violations

Floorplan
  • Core ar.: 6350 um2
  • Width of the die: 83.3 um
  • Die Area: 6940 um2
  • Placement Rows: 29
  • Die height: 83.3 um
  • Starting Density: 52.0%
  • I/O pin total: 68

Yosys
  • Yosys warns: 0
  • Simple share: 26.2%
  • YS chip area: 3300 um2
  • Logic family by area: simple AND/OR/NAND/NOR gates
  • Post-synth EDFFs: 0
  • Asr flop ratio synth: 0%
  • Fa+ha+maj area frac: 0.379%
  • Synth cell types: 50
  • Post-Syn Area: 3300 um2
  • Synth Seq Share: 40.0%
  • Top FF cell, synth: dfxtp_1
  • Seq cells post-synth: 66
  • Mux cell area share after synthesis: 2.16%
  • Cells after Synth: 412
  • Ys cells: 412
  • Ao+oa area frac: 24.9%
  • Area fraction in xor and xnor cells: 0%
  • Syn_area_per_cell: 8.02 um2

CTS
  • Root buf cell: clkbuf_8
  • Clock Sinks: 66
  • TritonCTS buffer count: 9
  • Latency at later pin: 340 ps
  • TritonCTS clock tree: done
  • CTS max path bufs: 2
  • Hold bufs inserted after CTS: 0
  • # resized after CTS: 0
  • Clk slew on worst S/H paths: 80 ps
  • H-tree depth: 3
  • Setup Buffers After CTS: 0

Critical path
  • Crit path arrival time: 3240 ps
  • CP Launch Type: input pin
  • Crit Path Max Fanout: 30
  • Worst Path Class, Setup: in -> reg
  • Crit path capture type: flip-flop
  • Worst Path Required: 6830 ps

Global routing
  • Initial antenna violation count: 0
  • Total track usage: 26.8%
  • Largest net degree at the start of global routing: 48
  • First-pass GRT wire length: 14.7 mm
  • Number of global-route vias before repair: 2863
  • Overflow after GRT: 0

Run
  • Log Warnings: 27
  • Number of max-cap violations: 0

Worst hold path
  • Path category of the worst min-delay check: reg -> reg
cell type report:
cell class | count | area (um2)
Fill cell | 529 | 2190
Tap cell | 77 | 96.3
Clock buffer | 10 | 138
Timing Repair Buffer | 74 | 723
Clock inverter | 6 | 88.8
Sequential cell | 66 | 1320
Inverter | 5 | 18.8
Multi-Input combinational cell | 307 | 1770
sequential cells by signal, indices dropped and copies added (netlist names), named ones only:
register,count
reset_q,1
sel_branch_q,1
pc_o,30
branch_q,32
cell families (layout without fill, tap and decap cells):
group                    Yosys count  after routing
flip-flops                        66             66
AND/OR/NAND/NOR                  179            179
multiplexers                       7              7
adder cells (fa/ha/maj)            1              1
AND-OR/OR-AND                    120            120
buffers and inverters             39             95
cells in the mapped netlist (5+ instances only):
library cell / n / area share (%)
nand2_1: 86 / 9.8
inv_1: 5 / 0.57
clkbuf_1: 24 / 2.7
a221oi_1: 9 / 2.4
clkbuf_8: 6 / 2.5
o211ai_1: 11 / 2.5
a211oi_1: 6 / 1.4
o21ai_0: 7 / 1.1
nand3_1: 17 / 2.6
a21oi_1: 41 / 6.2
nand4_1: 14 / 2.7
and3_1: 6 / 1.1
mux2i_1: 6 / 1.8
a22oi_1: 9 / 2.0
or4_1: 6 / 1.4
a31oi_1: 6 / 1.1
nand2b_1: 5 / 0.95
nor2_1: 20 / 2.3
o41ai_1: 5 / 1.3
o221ai_1: 5 / 1.3
dfxtp_1: 66 / 40
per-layer routing:
metal / part of all wire, % / routed length [um] / track usage (%)
met1: 50 / 4480 / 49.0
met2: 39 / 3440 / 33.1
met3: 9.6 / 859 / 5.35
met4: 1.7 / 150 / 4.86
met5: 0 / 0 / 0
metrics by stage:
step | total power (uW) | cell area, um2 | setup slack, ps | hold WS (ps) | utilization [%]
6_report | 918 | 4160 | 3590 | 457 | 65.5
4_1_cts | 920 | 4160 | 3610 | 457 | 65.5
5_1_grt | 951 | 4160 | 3480 | 478 | 65.5
2_1_floorplan | 491 | 3300 | 3920 | 431 | -
3_3_place_gp | 536 | 3930 | 3250 | 438 | 61.9
3_5_place_dp | 538 | 3930 | 3250 | 442 | 61.9
worst max-delay path: stages:
cell             delay (ps)
clkdlybuf4s50_1         450
buf_4                   280
and2_1                  640
mux2_2                  410
nand2_1                  70
mux2i_1                  60
worst paths after layout:
check                                  start           end  slack (ps)  cells past startpoint
worst max register to register       pc_o[2]      pc_o[30]        4200                      5
worst min-delay path            branch_q[14]  branch_q[14]         460                      2
worst min register to register  branch_q[14]  branch_q[14]         460                      2
worst max-delay path                     wen      pc_o[30]        3590                      6
power breakdown:
part,switching [uW],internal (uW)
combinational,44.0,51.6
sequential,19.4,415
clock,165,224
total,228,690
No activity file was given, so power comes from the tool's default toggle rates.
