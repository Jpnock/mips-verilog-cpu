File: flow/run.sh
#!/bin/bash
# OpenROAD 26Q1-2900-gdf79404cd8, Yosys 0.63+post, stock flow scripts
make -C /OpenROAD-flow-scripts/flow DESIGN_CONFIG=/design/flow/config.mk WORK_HOME=/design/flow/orfs finish
File: flow/config.mk
export PLATFORM = sky130hd
export DESIGN_NAME = ir
export DESIGN_NICKNAME = ir
export VERILOG_FILES = /design/flow/design.v
export SDC_FILE = /design/flow/constraint.sdc
export NUM_CORES = 4
export LEC_CHECK = 1
export CORE_AREA = 10 10 111 111
export DIE_AREA = 0 0 121 121
export SYNTH_HDL_FRONTEND = slang
File: flow/design.v
package codes;
  typedef logic [4:0] regaddr_t;
  typedef logic [31:0] size_t;
  typedef enum logic [1:0] {
    FETCH = 2'b00,
    EXEC1 = 2'b01,
    EXEC2 = 2'b10,
    HALT  = 2'b11
  } state_t;
  typedef enum logic [5:0] {
    OP_INVALID = 6'b111111,
    OP_SPECIAL = 6'b000000,
    OP_REGIMM  = 6'b000001,
    OP_J       = 6'b000010,
    OP_JAL     = 6'b000011,
    OP_BEQ     = 6'b000100,
    OP_BNE     = 6'b000101,
    OP_BLEZ    = 6'b000110,
    OP_BGTZ    = 6'b000111,
    OP_ADDI  = 6'b001000,
    OP_ADDIU = 6'b001001,
    OP_SLTI  = 6'b001010,
    OP_SLTIU = 6'b001011,
    OP_ANDI  = 6'b001100,
    OP_ORI   = 6'b001101,
    OP_XORI  = 6'b001110,
    OP_LUI   = 6'b001111,
    OP_LB  = 6'b100000,
    OP_LH  = 6'b100001,
    OP_LWL = 6'b100010,
    OP_LW  = 6'b100011,
    OP_LBU = 6'b100100,
    OP_LHU = 6'b100101,
    OP_LWR = 6'b100110,
    OP_SB  = 6'b101000,
    OP_SH  = 6'b101001,
    OP_SWL = 6'b101010,
    OP_SW  = 6'b101011,
    OP_SWR = 6'b101110
  } opcode_t;
  typedef enum logic [5:0] {
    FUNC_INVALID = 6'b111111,
    FUNC_SLL  = 6'b000000,
    FUNC_SRL  = 6'b000010,
    FUNC_SRA  = 6'b000011,
    FUNC_SLLV = 6'b000100,
    FUNC_SRLV = 6'b000110,
    FUNC_SRAV = 6'b000111,
    FUNC_JR      = 6'b001000,
    FUNC_JALR    = 6'b001001,
    FUNC_SYSCALL = 6'b001100,
    FUNC_BREAK   = 6'b001101,
    FUNC_MFHI = 6'b010000,
    FUNC_MTHI = 6'b010001,
    FUNC_MFLO = 6'b010010,
    FUNC_MTLO = 6'b010011,
    FUNC_MULT  = 6'b011000,
    FUNC_MULTU = 6'b011001,
    FUNC_DIV   = 6'b011010,
    FUNC_DIVU  = 6'b011011,
    FUNC_ADD  = 6'b100000,
    FUNC_ADDU = 6'b100001,
    FUNC_SUB  = 6'b100010,
    FUNC_SUBU = 6'b100011,
    FUNC_AND  = 6'b100100,
    FUNC_OR   = 6'b100101,
    FUNC_XOR  = 6'b100110,
    FUNC_NOR  = 6'b100111,
    FUNC_SLT  = 6'b101010,
    FUNC_SLTU = 6'b101011
  } func_t;
  typedef enum logic [4:0] {
    REGIMM_INVALID = 5'b11111,
    REGIMM_BLTZ = 5'b00000,
    REGIMM_BGEZ = 5'b00001,
    REGIMM_BLTZAL = 5'b10000,
    REGIMM_BGEZAL = 5'b10001
  } regimm_t;
  typedef enum logic [31:0] {
    FOP_INVALID = 32'b1,
    FOP_J    = {OP_J, 26'bX},
    FOP_JAL  = {OP_JAL, 26'bX},
    FOP_BEQ  = {OP_BEQ, 26'bX},
    FOP_BNE  = {OP_BNE, 26'bX},
    FOP_BLEZ = {OP_BLEZ, 26'bX},
    FOP_BGTZ = {OP_BGTZ, 26'bX},
    FOP_ADDI  = {OP_ADDI, 26'bX},
    FOP_ADDIU = {OP_ADDIU, 26'bX},
    FOP_SLTI  = {OP_SLTI, 26'bX},
    FOP_SLTIU = {OP_SLTIU, 26'bX},
    FOP_ANDI  = {OP_ANDI, 26'bX},
    FOP_ORI   = {OP_ORI, 26'bX},
    FOP_XORI  = {OP_XORI, 26'bX},
    FOP_LUI   = {OP_LUI, 26'bX},
    FOP_LB  = {OP_LB, 26'bX},
    FOP_LH  = {OP_LH, 26'bX},
    FOP_LWL = {OP_LWL, 26'bX},
    FOP_LW  = {OP_LW, 26'bX},
    FOP_LBU = {OP_LBU, 26'bX},
    FOP_LHU = {OP_LHU, 26'bX},
    FOP_LWR = {OP_LWR, 26'bX},
    FOP_SB  = {OP_SB, 26'bX},
    FOP_SH  = {OP_SH, 26'bX},
    FOP_SWL = {OP_SWL, 26'bX},
    FOP_SW  = {OP_SW, 26'bX},
    FOP_SWR = {OP_SWR, 26'bX},
    FOP_SLL  = {OP_SPECIAL, 20'bX, FUNC_SLL},
    FOP_SRL  = {OP_SPECIAL, 20'bX, FUNC_SRL},
    FOP_SRA  = {OP_SPECIAL, 20'bX, FUNC_SRA},
    FOP_SLLV = {OP_SPECIAL, 20'bX, FUNC_SLLV},
    FOP_SRLV = {OP_SPECIAL, 20'bX, FUNC_SRLV},
    FOP_SRAV = {OP_SPECIAL, 20'bX, FUNC_SRAV},
    FOP_JR      = {OP_SPECIAL, 20'bX, FUNC_JR},
    FOP_JALR    = {OP_SPECIAL, 20'bX, FUNC_JALR},
    FOP_SYSCALL = {OP_SPECIAL, 20'bX, FUNC_SYSCALL},
    FOP_BREAK   = {OP_SPECIAL, 20'bX, FUNC_BREAK},
    FOP_MFHI = {OP_SPECIAL, 20'bX, FUNC_MFHI},
    FOP_MTHI = {OP_SPECIAL, 20'bX, FUNC_MTHI},
    FOP_MFLO = {OP_SPECIAL, 20'bX, FUNC_MFLO},
    FOP_MTLO = {OP_SPECIAL, 20'bX, FUNC_MTLO},
    FOP_MULT  = {OP_SPECIAL, 20'bX, FUNC_MULT},
    FOP_MULTU = {OP_SPECIAL, 20'bX, FUNC_MULTU},
    FOP_DIV   = {OP_SPECIAL, 20'bX, FUNC_DIV},
    FOP_DIVU  = {OP_SPECIAL, 20'bX, FUNC_DIVU},
    FOP_ADD  = {OP_SPECIAL, 20'bX, FUNC_ADD},
    FOP_ADDU = {OP_SPECIAL, 20'bX, FUNC_ADDU},
    FOP_SUB  = {OP_SPECIAL, 20'bX, FUNC_SUB},
    FOP_SUBU = {OP_SPECIAL, 20'bX, FUNC_SUBU},
    FOP_AND  = {OP_SPECIAL, 20'bX, FUNC_AND},
    FOP_OR   = {OP_SPECIAL, 20'bX, FUNC_OR},
    FOP_XOR  = {OP_SPECIAL, 20'bX, FUNC_XOR},
    FOP_NOR  = {OP_SPECIAL, 20'bX, FUNC_NOR},
    FOP_SLT  = {OP_SPECIAL, 20'bX, FUNC_SLT},
    FOP_SLTU = {OP_SPECIAL, 20'bX, FUNC_SLTU},
    FOP_BLTZ = {OP_REGIMM, 5'bX, REGIMM_BLTZ, 16'bX},
    FOP_BGEZ = {OP_REGIMM, 5'bX, REGIMM_BGEZ, 16'bX},
    FOP_BLTZAL = {OP_REGIMM, 5'bX, REGIMM_BLTZAL, 16'bX},
    FOP_BGEZAL = {OP_REGIMM, 5'bX, REGIMM_BGEZAL, 16'bX}
  } full_op_t;
  typedef enum logic [1:0] {
    REGFILE_ADDR_SEL_RT    = 2'b00,
    REGFILE_ADDR_SEL_RD    = 2'b01,
    REGFILE_ADDR_SEL_GPR31 = 2'b10
  } regfile_addr_sel_t;
endpackage
import codes::*;
module ir (
    input logic clk,
    input logic wen_i,
    input logic reset_i,
    input size_t instr_i,
    output opcode_t opcode_o,
    output func_t funct_o,
    output regimm_t regimm_o,
    output logic [4:0] shift_o,
    output regaddr_t rs_o,
    output regaddr_t rt_o,
    output regaddr_t rd_o,
    output logic [15:0] immediate_o,
    output logic [25:0] target_o
);
  size_t ihold;
  size_t data;
  always_ff @(posedge clk) begin
    if (reset_i) begin
      ihold <= 0;
    end else if (wen_i) begin
      ihold <= instr_i;
    end
  end
  assign data = (wen_i) ? instr_i : ihold;
  assign opcode_o = logic_to_opcode(data[31:26]);
  assign target_o = data[25:0];
  assign rs_o = data[25:21];
  assign rt_o = data[20:16];
  assign rd_o = data[15:11];
  assign immediate_o = data[15:0];
  assign shift_o = data[10:6];
  assign funct_o = logic_to_func(data[5:0]);
  assign regimm_o = logic_to_regimm(data[20:16]);
  function automatic opcode_t logic_to_opcode(logic [5:0] i);
    case (i)
      OP_SPECIAL: logic_to_opcode = OP_SPECIAL;
      OP_REGIMM:  logic_to_opcode = OP_REGIMM;
      OP_J:       logic_to_opcode = OP_J;
      OP_JAL:     logic_to_opcode = OP_JAL;
      OP_BEQ:     logic_to_opcode = OP_BEQ;
      OP_BNE:     logic_to_opcode = OP_BNE;
      OP_BLEZ:    logic_to_opcode = OP_BLEZ;
      OP_BGTZ:    logic_to_opcode = OP_BGTZ;
      OP_ADDI:    logic_to_opcode = OP_ADDI;
      OP_ADDIU:   logic_to_opcode = OP_ADDIU;
      OP_SLTI:    logic_to_opcode = OP_SLTI;
      OP_SLTIU:   logic_to_opcode = OP_SLTIU;
      OP_ANDI:    logic_to_opcode = OP_ANDI;
      OP_ORI:     logic_to_opcode = OP_ORI;
      OP_XORI:    logic_to_opcode = OP_XORI;
      OP_LUI:     logic_to_opcode = OP_LUI;
      OP_LB:      logic_to_opcode = OP_LB;
      OP_LH:      logic_to_opcode = OP_LH;
      OP_LWL:     logic_to_opcode = OP_LWL;
      OP_LW:      logic_to_opcode = OP_LW;
      OP_LBU:     logic_to_opcode = OP_LBU;
      OP_LHU:     logic_to_opcode = OP_LHU;
      OP_LWR:     logic_to_opcode = OP_LWR;
      OP_SB:      logic_to_opcode = OP_SB;
      OP_SH:      logic_to_opcode = OP_SH;
      OP_SWL:     logic_to_opcode = OP_SWL;
      OP_SW:      logic_to_opcode = OP_SW;
      OP_SWR:     logic_to_opcode = OP_SWR;
      default:    logic_to_opcode = OP_INVALID;
    endcase
  endfunction
  function automatic func_t logic_to_func(logic [5:0] i);
    case (i)
      FUNC_SLL:     logic_to_func = FUNC_SLL;
      FUNC_SRL:     logic_to_func = FUNC_SRL;
      FUNC_SRA:     logic_to_func = FUNC_SRA;
      FUNC_SLLV:    logic_to_func = FUNC_SLLV;
      FUNC_SRLV:    logic_to_func = FUNC_SRLV;
      FUNC_SRAV:    logic_to_func = FUNC_SRAV;
      FUNC_JR:      logic_to_func = FUNC_JR;
      FUNC_JALR:    logic_to_func = FUNC_JALR;
      FUNC_SYSCALL: logic_to_func = FUNC_SYSCALL;
      FUNC_BREAK:   logic_to_func = FUNC_BREAK;
      FUNC_MFHI:    logic_to_func = FUNC_MFHI;
      FUNC_MTHI:    logic_to_func = FUNC_MTHI;
      FUNC_MFLO:    logic_to_func = FUNC_MFLO;
      FUNC_MTLO:    logic_to_func = FUNC_MTLO;
      FUNC_MULT:    logic_to_func = FUNC_MULT;
      FUNC_MULTU:   logic_to_func = FUNC_MULTU;
      FUNC_DIV:     logic_to_func = FUNC_DIV;
      FUNC_DIVU:    logic_to_func = FUNC_DIVU;
      FUNC_ADD:     logic_to_func = FUNC_ADD;
      FUNC_ADDU:    logic_to_func = FUNC_ADDU;
      FUNC_SUB:     logic_to_func = FUNC_SUB;
      FUNC_SUBU:    logic_to_func = FUNC_SUBU;
      FUNC_AND:     logic_to_func = FUNC_AND;
      FUNC_OR:      logic_to_func = FUNC_OR;
      FUNC_XOR:     logic_to_func = FUNC_XOR;
      FUNC_NOR:     logic_to_func = FUNC_NOR;
      FUNC_SLT:     logic_to_func = FUNC_SLT;
      FUNC_SLTU:    logic_to_func = FUNC_SLTU;
      default:      logic_to_func = FUNC_INVALID;
    endcase
  endfunction
  function automatic regimm_t logic_to_regimm(logic [4:0] i);
    case (i)
      REGIMM_BLTZ:   logic_to_regimm = REGIMM_BLTZ;
      REGIMM_BGEZ:   logic_to_regimm = REGIMM_BGEZ;
      REGIMM_BLTZAL: logic_to_regimm = REGIMM_BLTZAL;
      REGIMM_BGEZAL: logic_to_regimm = REGIMM_BGEZAL;
      default:       logic_to_regimm = REGIMM_INVALID;
    endcase
  endfunction
endmodule
File: flow/constraint.sdc
current_design ir

set clk_period 3.2
set clk_io_pct 0.2

create_clock -name clk0 -period $clk_period [get_ports {clk}]

set non_clock_inputs [all_inputs -no_clocks]
set_input_delay [expr $clk_period * $clk_io_pct] -clock clk0 $non_clock_inputs
set_output_delay [expr $clk_period * $clk_io_pct] -clock clk0 [all_outputs]
==> impl_metrics.ini <==
; flow metrics
[run_status]
status = finished clean

[placement]
dp_cells = 394
gp_congestion = 0.7567
portBuffers = 113
dp_hpwl_mm = 4.247

[final_timing]
worstMarginPinSlew_ps = 396.8
setup_viol = 0
timing.setup.tns_ps = 0
hold_violations = 0
period_used_pct = 93.53
slew_viol_final = 0
rsz0062_at_grt = false
fin_crit_ps = 2993
clock.fmax_mhz = 334.1
skew_ps = 0
max-slew-margin-rel_pct = 72.79

[route]
wl_per_cell_um = 13.05
first_pass_iters = 4
drcViolationCount = 0
vias = 1471
vias_per_cell = 3.659
wirelength_mm = 5.245
ant_nets = 0
drt_iter0_markers = 65
antenna_cells = 0

[synthesis]
yosys_warnings = 0
synth_flops = 32
top_area_share_pct = 31.55
synthTopCellsByCount = buf_4, dfxtp_1, nor2_1, nor2b_1, mux2_2
netlist_area_sq_um = 2031
synth-edff-count = 0
area_leaders = dfxtp_1, buf_4, mux2_2
yosys_area_sq_um = 2031
synthCells = 216
most_common_cell = buf_4
ys_seq_share_pct = 31.55
ys_cells = 216
yosysUniqueCellTypes = 30
ff_type = dfxtp_1
yosys.area.top_type = dfxtp_1
synth_async_sr_flop_share_pct = 0
avgSynthCellArea_sq_um = 9.401

[floorplan]
io_pins = 114
die_w_um = 121
num_rows = 36
core_area_sq_um = 9864
dieArea_sq_um = 14640
fp_util_pct = 20.59
die_y_um = 121

[global_routing]
grt_first_pass_wirelength_mm = 8.362
grtUsageTotal_pct = 6.967
grt_max_degree = 33
grt_pass1_vias = 1558
antenna_found_initial = 0
grt.overflow.total = 0

[setup_path]
startpoint_type = input port
crit_fanout = 5
criticalPathCategory = input port to output port
regToRegSetupSlack_ps = 2360
reg2reg_to = ihold[7]$_SDFF_PP0_
cp.arrival_ps = 2350
worstPathRequired_ps = 2560
r2r_cells = 2
cp-end-kind = output port
reg2reg_from = ihold[7]$_SDFF_PP0_

[clock_network]
clockRootBuffer = clkbuf_8
clk_pin_slew_ps = 60
cts_made_buffers = 5
postCtsSetupBuffers = 0
numClockSinks = 32
postCtsResizedCells = 0
insertion_delay_ps = 270
cts_buffer_depth = 2
htreeDepth = 2
holdBufCountCts = 0
cts_tree = yes

[hold_path]
holdPathEnd = ihold[20]$_SDFF_PP0_
hp-start = ihold[20]$_SDFF_PP0_
min_path_cells = 2
hold_path_class = flip-flop to flip-flop

[layout]
multi_input_comb_area_sq_um = 805.8
top_register = ihold
fillers = 1007
largest_reg_flops = 32
area_delta_synth_final_pct = 43.07
seq_area_sq_um = 640.6
drive_gt1_share_pct = 17.10
reg.largest.list = ihold x32
final_cells = 402

[power_and_ir_drop]
peakVddDrop_v = 0.0001430
p_per_area_nw_per_um2 = 376.2
power.leakage_nw = 1.124

[run]
warning_count = 25
maxCapViolations = 0
==> final cells by class <==
| class | count | share of cell area [%] |
|---|---|---|
| sequential | 32 | 22.05 |
| multi-input combinational | 102 | 27.73 |
| inverter | 11 | 1.421 |
| tap | 133 | 5.728 |
| clock buffer | 8 | 3.101 |
| timing repair buffer | 116 | 39.97 |
==> power by group <==
| part | internal, mW | switching [mW] | total, mW |
|---|---|---|---|
| logic | 0.238 | 0.108 | 0.346 |
| clock network | 0.175 | 0.143 | 0.318 |
| registers | 0.422 | 0.00763 | 0.430 |
| total | 0.835 | 0.258 | 1.09 |
==> layer usage <==
layer / track usage [%] / share of wire (%) / vias to the layer above
li1: - / - / 742
met1: 7.897 / 38 / 664
met2: 12.24 / 50 / 60
met3: 2.787 / 11 / 5
met4: 1.056 / 1.7 / 0
met5: 0 / 0 / -
==> worst max-delay path by stage <==
stage                 cells past startpoint         from  slack [ps]          end
final                                     5  instr_i[27]         210  opcode_o[4]
after CTS                                 5  instr_i[27]         190  opcode_o[4]
after global routing                      7        wen_i         100   funct_o[0]
==> cell families after synthesis <==
| logic type | count (synthesis) | share of synthesized area (%) |
|---|---|---|
| buffers and inverters | 82 | 28.77 |
| muxes | 32 | 20.52 |
| DFF | 32 | 31.55 |
| and+or+nand+nor | 47 | 11.52 |
| AOI/OAI and AO/OA | 23 | 7.640 |
==> critical path, stage by stage <==
cell and delay [ps]:
clkdlybuf4s50_1 400, mux2i_1 340, mux2_2 390, o21ai_2 110, clkdlybuf4s50_1 470
==> metrics by stage <==
step | power (mW) | hold WS [ps] | area [sq um] | worst slack, ps | util [%]
floorplan | 0.6377 | 476.1 | 2031 | 885.1 | -
global placement | 0.7911 | 489.6 | 2815 | 174.0 | 28.54
detailed placement | 0.7930 | 499.8 | 2815 | 194.3 | 28.54
CTS | 1.125 | 520.8 | 2905 | 189.4 | 29.45
global route | 1.176 | 557.6 | 2905 | 101.3 | 29.45
finish | 1.093 | 513.5 | 2905 | 206.9 | 29.45
==> layout by cell type, fill, tap and decap left out, types with 5 or more instances in the layout <==
cell / n
mux2i_1: 7
nand2_1: 7
mux2_2: 17
clkdlybuf4s50_1: 112
nor2_1: 18
clkbuf_8: 6
dfxtp_1: 32
mux2i_4: 5
nor2b_1: 18
inv_1: 6
inv_2: 5
a21oi_1: 10
Power figures rest on the tool's default switching activity, not on a simulated workload.
