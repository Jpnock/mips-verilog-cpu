==> /design/flow/design.v <==
package codes;
  typedef logic [4:0] regaddr_t;
  typedef logic [31:0] size_t;
  typedef enum logic [1:0] {
    FETCH = 2'b00,
    EXEC1 = 2'b01,
    EXEC2 = 2'b10,
    HALT  = 2'b11
  } state_t;
  typedef enum logic [5:0] {
    OP_INVALID = 6'b111111,
    OP_SPECIAL = 6'b000000,
    OP_REGIMM  = 6'b000001,
    OP_J       = 6'b000010,
    OP_JAL     = 6'b000011,
    OP_BEQ     = 6'b000100,
    OP_BNE     = 6'b000101,
    OP_BLEZ    = 6'b000110,
    OP_BGTZ    = 6'b000111,
    OP_ADDI  = 6'b001000,
    OP_ADDIU = 6'b001001,
    OP_SLTI  = 6'b001010,
    OP_SLTIU = 6'b001011,
    OP_ANDI  = 6'b001100,
    OP_ORI   = 6'b001101,
    OP_XORI  = 6'b001110,
    OP_LUI   = 6'b001111,
    OP_LB  = 6'b100000,
    OP_LH  = 6'b100001,
    OP_LWL = 6'b100010,
    OP_LW  = 6'b100011,
    OP_LBU = 6'b100100,
    OP_LHU = 6'b100101,
    OP_LWR = 6'b100110,
    OP_SB  = 6'b101000,
    OP_SH  = 6'b101001,
    OP_SWL = 6'b101010,
    OP_SW  = 6'b101011,
    OP_SWR = 6'b101110
  } opcode_t;
  typedef enum logic [5:0] {
    FUNC_INVALID = 6'b111111,
    FUNC_SLL  = 6'b000000,
    FUNC_SRL  = 6'b000010,
    FUNC_SRA  = 6'b000011,
    FUNC_SLLV = 6'b000100,
    FUNC_SRLV = 6'b000110,
    FUNC_SRAV = 6'b000111,
    FUNC_JR      = 6'b001000,
    FUNC_JALR    = 6'b001001,
    FUNC_SYSCALL = 6'b001100,
    FUNC_BREAK   = 6'b001101,
    FUNC_MFHI = 6'b010000,
    FUNC_MTHI = 6'b010001,
    FUNC_MFLO = 6'b010010,
    FUNC_MTLO = 6'b010011,
    FUNC_MULT  = 6'b011000,
    FUNC_MULTU = 6'b011001,
    FUNC_DIV   = 6'b011010,
    FUNC_DIVU  = 6'b011011,
    FUNC_ADD  = 6'b100000,
    FUNC_ADDU = 6'b100001,
    FUNC_SUB  = 6'b100010,
    FUNC_SUBU = 6'b100011,
    FUNC_AND  = 6'b100100,
    FUNC_OR   = 6'b100101,
    FUNC_XOR  = 6'b100110,
    FUNC_NOR  = 6'b100111,
    FUNC_SLT  = 6'b101010,
    FUNC_SLTU = 6'b101011
  } func_t;
  typedef enum logic [4:0] {
    REGIMM_INVALID = 5'b11111,
    REGIMM_BLTZ = 5'b00000,
    REGIMM_BGEZ = 5'b00001,
    REGIMM_BLTZAL = 5'b10000,
    REGIMM_BGEZAL = 5'b10001
  } regimm_t;
  typedef enum logic [31:0] {
    FOP_INVALID = 32'b1,
    FOP_J    = {OP_J, 26'bX},
    FOP_JAL  = {OP_JAL, 26'bX},
    FOP_BEQ  = {OP_BEQ, 26'bX},
    FOP_BNE  = {OP_BNE, 26'bX},
    FOP_BLEZ = {OP_BLEZ, 26'bX},
    FOP_BGTZ = {OP_BGTZ, 26'bX},
    FOP_ADDI  = {OP_ADDI, 26'bX},
    FOP_ADDIU = {OP_ADDIU, 26'bX},
    FOP_SLTI  = {OP_SLTI, 26'bX},
    FOP_SLTIU = {OP_SLTIU, 26'bX},
    FOP_ANDI  = {OP_ANDI, 26'bX},
    FOP_ORI   = {OP_ORI, 26'bX},
    FOP_XORI  = {OP_XORI, 26'bX},
    FOP_LUI   = {OP_LUI, 26'bX},
    FOP_LB  = {OP_LB, 26'bX},
    FOP_LH  = {OP_LH, 26'bX},
    FOP_LWL = {OP_LWL, 26'bX},
    FOP_LW  = {OP_LW, 26'bX},
    FOP_LBU = {OP_LBU, 26'bX},
    FOP_LHU = {OP_LHU, 26'bX},
    FOP_LWR = {OP_LWR, 26'bX},
    FOP_SB  = {OP_SB, 26'bX},
    FOP_SH  = {OP_SH, 26'bX},
    FOP_SWL = {OP_SWL, 26'bX},
    FOP_SW  = {OP_SW, 26'bX},
    FOP_SWR = {OP_SWR, 26'bX},
    FOP_SLL  = {OP_SPECIAL, 20'bX, FUNC_SLL},
    FOP_SRL  = {OP_SPECIAL, 20'bX, FUNC_SRL},
    FOP_SRA  = {OP_SPECIAL, 20'bX, FUNC_SRA},
    FOP_SLLV = {OP_SPECIAL, 20'bX, FUNC_SLLV},
    FOP_SRLV = {OP_SPECIAL, 20'bX, FUNC_SRLV},
    FOP_SRAV = {OP_SPECIAL, 20'bX, FUNC_SRAV},
    FOP_JR      = {OP_SPECIAL, 20'bX, FUNC_JR},
    FOP_JALR    = {OP_SPECIAL, 20'bX, FUNC_JALR},
    FOP_SYSCALL = {OP_SPECIAL, 20'bX, FUNC_SYSCALL},
    FOP_BREAK   = {OP_SPECIAL, 20'bX, FUNC_BREAK},
    FOP_MFHI = {OP_SPECIAL, 20'bX, FUNC_MFHI},
    FOP_MTHI = {OP_SPECIAL, 20'bX, FUNC_MTHI},
    FOP_MFLO = {OP_SPECIAL, 20'bX, FUNC_MFLO},
    FOP_MTLO = {OP_SPECIAL, 20'bX, FUNC_MTLO},
    FOP_MULT  = {OP_SPECIAL, 20'bX, FUNC_MULT},
    FOP_MULTU = {OP_SPECIAL, 20'bX, FUNC_MULTU},
    FOP_DIV   = {OP_SPECIAL, 20'bX, FUNC_DIV},
    FOP_DIVU  = {OP_SPECIAL, 20'bX, FUNC_DIVU},
    FOP_ADD  = {OP_SPECIAL, 20'bX, FUNC_ADD},
    FOP_ADDU = {OP_SPECIAL, 20'bX, FUNC_ADDU},
    FOP_SUB  = {OP_SPECIAL, 20'bX, FUNC_SUB},
    FOP_SUBU = {OP_SPECIAL, 20'bX, FUNC_SUBU},
    FOP_AND  = {OP_SPECIAL, 20'bX, FUNC_AND},
    FOP_OR   = {OP_SPECIAL, 20'bX, FUNC_OR},
    FOP_XOR  = {OP_SPECIAL, 20'bX, FUNC_XOR},
    FOP_NOR  = {OP_SPECIAL, 20'bX, FUNC_NOR},
    FOP_SLT  = {OP_SPECIAL, 20'bX, FUNC_SLT},
    FOP_SLTU = {OP_SPECIAL, 20'bX, FUNC_SLTU},
    FOP_BLTZ = {OP_REGIMM, 5'bX, REGIMM_BLTZ, 16'bX},
    FOP_BGEZ = {OP_REGIMM, 5'bX, REGIMM_BGEZ, 16'bX},
    FOP_BLTZAL = {OP_REGIMM, 5'bX, REGIMM_BLTZAL, 16'bX},
    FOP_BGEZAL = {OP_REGIMM, 5'bX, REGIMM_BGEZAL, 16'bX}
  } full_op_t;
  typedef enum logic [1:0] {
    REGFILE_ADDR_SEL_RT    = 2'b00,
    REGFILE_ADDR_SEL_RD    = 2'b01,
    REGFILE_ADDR_SEL_GPR31 = 2'b10
  } regfile_addr_sel_t;
endpackage
import codes::*;
module regfile (
    input logic clk,
    input logic reset_i,
    input regaddr_t addr_1_i,
    input regaddr_t addr_2_i,
    input regaddr_t addr_3_i,
    input size_t write_data_3_i,
    input logic write_enable_i,
    output size_t read_data_1_o,
    output size_t read_data_2_o,
    output size_t read_data_reg_v0_o
);
  size_t regs[31:0];
  assign read_data_1_o = regs[addr_1_i];
  assign read_data_2_o = regs[addr_2_i];
  assign read_data_reg_v0_o = regs[2];
  always_ff @(posedge clk) begin
    if (reset_i == 1) begin
      for (integer idx = 0; idx < 32; idx = idx + 1) begin
        regs[idx] <= 0;
      end
    end else if (write_enable_i == 1) begin
      if (addr_3_i != 0) begin
        regs[addr_3_i] <= write_data_3_i;
      end
    end
  end
endmodule
==> /design/flow/run.sh <==
#!/bin/bash
# OpenROAD 26Q1-2900-gdf79404cd8, Yosys 0.63+post, stock flow scripts
make -C /OpenROAD-flow-scripts/flow DESIGN_CONFIG=/design/flow/config.mk WORK_HOME=/design/flow/orfs finish
==> /design/flow/config.mk <==
export PLATFORM = sky130hd
export DESIGN_NAME = regfile
export DESIGN_NICKNAME = regfile
export VERILOG_FILES = /design/flow/design.v
export SDC_FILE = /design/flow/constraint.sdc
export NUM_CORES = 4
export LEC_CHECK = 1
export CORE_UTILIZATION = 50
export SYNTH_HDL_FRONTEND = slang
==> /design/flow/constraint.sdc <==
current_design regfile

set clk_period 14.7
set clk_io_pct 0.2

create_clock -name clk0 -period $clk_period [get_ports {clk}]

set non_clock_inputs [all_inputs -no_clocks]
set_input_delay [expr $clk_period * $clk_io_pct] -clock clk0 $non_clock_inputs
set_output_delay [expr $clk_period * $clk_io_pct] -clock clk0 [all_outputs]
==> out/results.tsv <==
metric	value	unit
p_sw	1869	µW
cts.sinks	1024	
fin_area	62710	µm²
dpl_cell_area	58600	µm²
drt_iter0_drc	2835	
drive_above_1_share	8.863	%
enable_flop_cells	1024	
cts_buffer_depth	3	
grt_use_total	39.78	%
fmax	101.0	MHz
cp_slowest_cell	buf_4	
status	completed	
grt_max_degree	87	
synthDistinctLibCells	30	
slowest_delay	740	ps
xor_share	0	%
finalCriticalPeriod	9900	ps
critical-path-top-delay-family	buffers and inverters	
hold_buffers	0	
antenna_found_initial	14	
cts_tree	yes	
finalMaxSlewViolations	0	
synth_top_area_share	54.77	%
flop_cell	edfxtp_1	
postCtsSetupBuffers	0	
min_path_type	input pin to flop	
ant_nets	0	
comb_area	23310	µm²
critPathKind	input pin to primary output	
h-tree-depth	3	
cp-end-kind	primary output	
worst_setup_path_start_kind	input pin	
synth_flop_count	1024	
synthTopCellsByCount	1024 x edfxtp_1, 1024 x mux2i_1, 994 x and2_1	
syn_avg_cell_area	12.19	µm²
leakagePower	0.02441	µW
largest_reg_flops	1024	
dp.cells	5970	
grt_pass1_wl	288.0	mm
critical_path_buf_inv_count	4	
drv_cap	0	
layout.cells.non_filler	6213	
setup_violations	0	
grt_pass1_vias	38960	
path_cells	clkdlybuf4s50_1, nor2b_4, buf_4, buf_4, a22o_1, nor3_1, a31oi_1, nand3_1, clkdlybuf4s50_1	
finalCritPeriodShare	67.35	%
routed_wl	206.2	mm
ys_sh_simple	15.67	%
synth_seq_share	54.77	%
port_buffers	145	
required	11760	ps
power.density	118.3	nW/µm²
min_path_cells	1	
die_w	337.1	µm
cts_resized	0	
hold_end	regs[0][16]$_SDFFCE_PN0P_	
num_vias	38770	
seqPwrFrac	46.6	%
synth.area.mux_share	18.26	%
drtPass1Iterations	6	
rsz0062_at_grt	no	
worstHoldStart	reset_i	
clkTransAtPathRegs	60	ps
warnings	26	
largestRegisters	regs (1024)	
row_count	122	
via_per_inst	6.241	
p_clk_share	41.7	%
tns	0	ps
grt-ovfl-total	0	
wl_per_cell	33.19	µm
yosysCellCount	4605	
synth_cells	4605	
ys_area	56140	µm²
root_buffer	clkbuf_16	
arrival	6960	ps
relSlewSlack	23.86	%
cts_buffers	118	
synth-async-reset-ratio	0	%
peakVddDrop	0.1087	mV
core	111000	µm²
fp.dieH	337.1	µm
fa_ha_area_share	0	%
hold_viol	0	
synth.area.top_cells	edfxtp_1 55%, mux2i_1 18%, and2_1 11%	
yosys.area_share.aoi	6.989	%
internal-power	5552	µW
dp_hpwl	111.2	mm
cp_max_fo	42	
route.detailed.drc	0	
regArea	30750	µm²
top_register	regs	
worst_pin_slew	1142	ps
io-pin-count	146	
fillers	8986	
p_comb_share	11.7	%
syn_to_final_growth	11.69	%
dieArea	113600	µm²
top_area_cell	edfxtp_1	
p_sw_share	25.19	%
gp_congestion	0.9046	
synth_area	56140	µm²
yosys_warnings	0	
ys_top_logic_family	multiplexers	
fp_util	50.59	%
cell type report:
| cell class | count | area share (%) |
|---|---|---|
| flip-flops and latches | 1024 | 49.04 |
| well taps | 1488 | 2.969 |
| clock inverters | 94 | 1.626 |
| multi-input cells | 3166 | 37.18 |
| repair buffers | 292 | 4.266 |
| diodes | 20 | 0.07981 |
| clock buffers | 129 | 4.843 |
metal layers:
layer	global-route usage [%]	wire, µm	part of all wire, %	vias up
met4	14.84	9042	4.4	16
met2	54.88	90540	44	2498
met5	4.000	433	0.21	-
met3	25.73	32210	16	540
li1	-	-	-	16890
met1	52.10	74010	36	18830
cells by family (layout without fill, tap and decap cells):
group / Yosys count / after routing
mux: 1024 / 1024
other cells: 1 / 52
buf+inv: 446 / 515
simple gates: 1534 / 1534
compound gates: 576 / 576
flops: 1024 / 1024
metrics by stage:
stage	hold WS (ps)	util (%)	setup slack [ps]	total power, µW
floorplan	3138	-	7765	3987
global placement	3410	52.81	5001	4360
detailed placement	3410	52.81	4970	4364
CTS	2662	56.46	4944	7430
global route	2677	56.46	4811	7614
finish	2715	56.51	4800	7421
cell usage in the layout (no fill, tap or decap), types with 120 or more instances in the layout:
cell type        Yosys  routed
edfxtp_1          1024    1024
mux2i_1           1024    1024
clkbuf_16            0     120
a21oi_1            192     192
and2_1             994     992
nand3_1            193     193
a22o_1             128     128
clkdlybuf4s50_1      0     142
nand2_1            195     193
buf_4               64     139
a22oi_1            192     192
power groups by stage:
stage,combinational [µW],sequential [µW],clock [µW]
CTS,851,3460,3120
global route,907,3480,3230
finish,865,3460,3100
worst max-delay path by stage:
stage	start	end	slack, ps	depth (start not counted)
final	addr_2_i[2]	read_data_2_o[12]	4800	9
after global routing	addr_2_i[2]	read_data_2_o[12]	4810	9
after CTS	addr_2_i[2]	read_data_2_o[5]	4940	9
Power is estimated from default activity; no workload was simulated.
